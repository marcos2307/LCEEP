### flow/design.v
`timescale 1ns / 1ps
module dead_time(
	input clk,
	input S,
	output reg s = 0,
	output reg nots = 0
    );
reg Sant = 0;
always@(posedge clk)
begin
	if (S != Sant) begin
		s = 0;
		nots = 0;
		end
	else begin
		s = S;
		nots = !S;
	end
	Sant = S;
end
endmodule
`timescale 1ns / 1ps
module DCMG(
	input clk,
	input [4:0] state_NPC,
	input [9:0] d_hb,
	input [9:0] d_boost,
	output [3:0] NPC_outa,
	output [3:0] NPC_outb,
	output [3:0] NPC_outc,
	output HALF_s,
	output HALF_nots,
	output BOOST_s,
	output BOOST_nots,
	output reg clk_int
    );
	reg clock_2us;
	reg [7:0] counter = 0;  
	always@(posedge clk)
		begin
			counter = counter + 1;
			if(counter == 1)
				clock_2us = 1;
			else if(counter == 99)
				clock_2us = 0;
			else if(counter == 200)  
				counter = 0;
		end
	reg [11:0] counter_int = 0;  
	always@(posedge clock_2us)
		begin
			counter_int = counter_int + 1;
			if(counter_int == 1)
				clk_int = 1;
			else if(counter_int == 5)
				clk_int = 0;
			else if(counter_int == 10) 
				counter_int = 0;
		end
	NPC_deadtime FPGA_NPC(
		.clk(clock_2us),  
		.state(state_NPC), 
		.out_a(NPC_outa), 
		.out_b(NPC_outb), 
		.out_c(NPC_outc)
	);
	PWM_deadtime FPGA_HALF(
	.clk(clock_2us),
	.d(d_hb),
	.s(HALF_s),
	.nots(HALF_nots)
	);
	PWM_deadtime FPGA_BOOST(
	.clk(clock_2us),
	.d(d_boost),
	.s(BOOST_s),
	.nots(BOOST_nots)
	);
endmodule
`timescale 1ns / 1ps
module NPC_deadtime(
input clk,
input [4:0] state,
output [3:0] out_a,
output [3:0] out_b,
output [3:0] out_c
);
wire [1:0] leg_a;
wire [1:0] leg_b;
wire [1:0] leg_c;
state_decoder dec(
.state(state),
.leg_a(leg_a),
.leg_b(leg_b),
.leg_c(leg_c)
 );
legdeadtime dt_leg_a
(.clk(clk),
.leg(leg_a),
.out(out_a)
);
legdeadtime dt_leg_b
(.clk(clk),
.leg(leg_b),
.out(out_b)
);
legdeadtime dt_leg_c
(.clk(clk),
.leg(leg_c),
.out(out_c)
);
endmodule
`timescale 1ns / 1ps
module PWM(
input clk,
input [9:0] d,
output reg S
    );
reg [9:0] counter = 0;
reg [9:0] d_stored = 0;
always@(posedge clk) begin
	counter = counter + 1;
	if(counter == 1000) begin
		counter = 0;
		d_stored = d;
	end
end
always@(posedge clk) begin
	if(d_stored > counter) begin
		S = 1;
	end
	else begin
		S = 0;
	end
end
endmodule
`timescale 1ns / 1ps
module PWM_deadtime(
input clk,
input [9:0] d,
output s,
output nots
    );
wire S;
PWM pwm1(
.clk(clk),
.d(d),
.S(S)
 );
dead_time dt1(.clk(clk),
	.S(S),
	.s(s),
	.nots(nots));
endmodule
`timescale 1ns / 1ps
module legdeadtime(
input clk,
input [1:0] leg,
output [3:0] out
    );
wire s_top, s_uppermiddle;
assign s_top = leg[0];  
assign s_uppermiddle = leg[1];  
dead_time top 
(.clk(clk),
.S(s_top),
.s(out[0]),
.nots(out[2]) 
);
dead_time uppermiddle 
(.clk(clk),
.S(s_uppermiddle),
.s(out[1]),
.nots(out[3])
);
endmodule 
`timescale 1ns / 1ps
module state_decoder(
input [4:0] state,
output [1:0] leg_a,
output [1:0] leg_b,
output [1:0] leg_c
    );
reg [5:0] legs;
assign leg_a = {legs[1], legs[0]};
assign leg_b = {legs[3], legs[2]};
assign leg_c = {legs[5], legs[4]};
always @(*)
		case (state)		 
			1   : legs <= 6'b000000;  
			2   : legs <= 6'b000010;  
			3   : legs <= 6'b000011;  
			4   : legs <= 6'b001000;  
			5   : legs <= 6'b001010;  
			6   : legs <= 6'b001011;  
			7   : legs <= 6'b001100;  
			8   : legs <= 6'b001110;  
			9   : legs <= 6'b001111;
			10  : legs <= 6'b100000;
			11  : legs <= 6'b100010;
			12  : legs <= 6'b100011;
			13  : legs <= 6'b101000;
			14  : legs <= 6'b101010;
			15  : legs <= 6'b101011;
			16  : legs <= 6'b101100;
			17  : legs <= 6'b101110;
			18  : legs <= 6'b101111;
			19  : legs <= 6'b110000;
			20  : legs <= 6'b110010;
			21  : legs <= 6'b110011;
			22  : legs <= 6'b111000;
			23  : legs <= 6'b111010;
			24  : legs <= 6'b111011;
			25  : legs <= 6'b111100;
			26  : legs <= 6'b111110;
			27  : legs <= 6'b111111;
			default : legs <= 6'b101010;
		endcase
endmodule
### flow/run.sh
#!/bin/bash
# OpenROAD 26Q1-2900-gdf79404cd8, Yosys 0.63+post, stock flow scripts
make -C /OpenROAD-flow-scripts/flow DESIGN_CONFIG=/design/flow/config.mk WORK_HOME=/design/flow/orfs finish
### flow/config.mk
export PLATFORM = sky130hd
export DESIGN_NAME = DCMG
export DESIGN_NICKNAME = DCMG
export VERILOG_FILES = /design/flow/design.v
export SDC_FILE = /design/flow/constraint.sdc
export NUM_CORES = 4
export LEC_CHECK = 1
export CORE_UTILIZATION = 50
### flow/constraint.sdc
current_design DCMG

set clk_period 3.5
set clk_io_pct 0.2

create_clock -name clk0 -period $clk_period [get_ports {clk}]

set non_clock_inputs [all_inputs -no_clocks]
set_input_delay [expr $clk_period * $clk_io_pct] -clock clk0 $non_clock_inputs
set_output_delay [expr $clk_period * $clk_io_pct] -clock clk0 [all_outputs]
==> metrics.cfg <==
[setup_path]
start_kind=register
cp.required_ns=3.59
cp_max_fo=6
cp_cell_sequence=ha_1 -> nand3_1 -> xor2_1 -> nor4_1 -> nor2_1
crit_family=simple AND/OR/NAND/NOR gates
critPathCaptureType=register
slowest_stage=nor4_1
critPathArrivalTime_ns=1.98
crit_path_max_incr_delay_ns=0.68
critPathBufInv=0
crit_type=register to register

[cts]
clockBufferDepth=2
hold_buffers=0
clk_latency_ns=0.23
cts_max_level=1
cts_root_buffer=clkbuf_8
cts_setup_buffers=0
cts_resized=0
clk_pin_slew_ns=0.04
cts_tree=built
cts-buffers-inserted=3

[global_routing]
grt_pass1_wl_mm=11.4
top_usage_layer=met1
grt_util_all_layers=0.162
grtUsageMet3=0.0107
grt_overflow_total=0
met2_usage=0.249
antenna_found_initial=0
grt_use_met1=0.276
grt_pass1_vias=2536
grt_max_degree=81

[sta]
max_freq_mhz=529
slew_headroom=0.498
finalHoldViolCount=0
rsz0062_at_grt=false
unclocked_regs=79
drv_slew=0
setup_tns_ns=0
untimed_endpoints=116
period_needed_ns=1.89
clock_skew_ns=0.00149
tightestPinTransition_ns=0.746
whs_ns=0.496
setup_viol=0
fin_crit_sh=0.540

[die]
die_y_um=94.2
rows=33
fp_util=0.517
io_pins=43
die_area_mm2=0.00887
fp.coreArea_mm2=0.00822
die_w_um=94.2

[flow_run]
cap_violations=0
warning_count=34

[cells_and_area]
seqCellArea_mm2=0.00196
most-common-layout-cells=dfxtp_1 (67), clkdlybuf4s50_1 (42), inv_1 (35)
combGateArea_mm2=0.00202
fill_cells=712
area_growth_pct=11.5
drive_gt1_frac=0.0501
mostFrequentLayoutCell=dfxtp_1

[routing]
vias_per_cell=5.09
drcViolationCount=0
antennaDiodeCount=0
routed-via-count=2771
wire_per_inst_um=12.0
wirelength_mm=6.55
ant_nets=0
first_iter_violations=56
first_pass_iters=4

[synth]
synth-warning-count=4
synthArstFlopShare=0
ys_types=57
ys_seq_share=0.462
topCellsByArea=dfxtp_1 (32%), edfxtp_1 (14%), ha_1 (10%)
synth_top_cell_by_area=dfxtp_1
syn_inst=412
edf_count=20
ys_ff=88
yosys_area_mm2=0.00425
synth.cell_area_mm2=0.00425
ys_cells=412
synthFlopType=dfxtp_1
top_cell_area_share=0.321
synth_area_per_cell_um2=10.3

[placed_design]
dp_hpwl_mm=5.07
port_buffers=42
gp_congestion=0.815

[power]
power_leakage_nw=1.84
power_mw=0.291
seqPwrFrac=0.372
switching_share=0.220
comb_power_share=0.227
power_density_mw_per_mm2=61.6
p_int_mw=0.227
irDropWorstVdd_v=0.000315
p_switching_mw=0.0640
power_frac_clock=0.401

[status]
status=completed

[min_path]
hold_class=register to register

==> area by class of cell <==
cell class	instances	share of cell area
repair buffers	45	0.0936
well taps	105	0.0278
clock buffers	4	0.00952
flip-flops and latches	88	0.415
multi-input cells	267	0.427
inverters	35	0.0278
==> cells by family (layout without fill, tap and decap cells) <==
kind of cell | Yosys count | in the layout | share of synthesized area
flops | 88 | 88 | 0.462
simple gates | 132 | 132 | 0.174
mux | 4 | 4 | 0.0106
xor+xnor | 34 | 34 | 0.0701
fa+ha+maj | 34 | 34 | 0.100
compound gates | 63 | 63 | 0.119
buf+inv | 57 | 84 | 0.0639
==> layer usage <==
layer	part of all wire	vias up
met1	0.54	1261
met4	0.0031	0
met2	0.44	21
met5	0	-
li1	-	1487
met3	0.016	2
==> registers in the layout, indices dropped and copies added (netlist names), 8 cells and up <==
name,flops
FPGA_BOOST.pwm1.d_stored,10
counter_int,12
FPGA_HALF.pwm1.d_stored,10
counter,8
FPGA_BOOST.pwm1.counter,10
FPGA_HALF.pwm1.counter,10
==> power by group through the flow <==
stage	clock network (mW)	registers (mW)	logic [mW]
after CTS	0.121	0.108	0.0668
after global routing	0.129	0.108	0.0741
final	0.117	0.108	0.0662
==> cell usage after synthesis (all sizes together), types with 3 or more instances <==
library cell,n
o211ai,3
nand3,16
nor2b,12
inv,35
nor4,4
or2,3
a211oi,3
a31oi,4
and4,3
a2111oi,4
mux2i,3
o21a,5
nor2,34
buf,17
and2,15
a21oi,9
nand2,10
o21ba,3
xor2,7
and3,7
nor3,10
edfxtp,20
xnor2,27
a211o,5
ha,34
nand4,12
dfxtp,68
clkbuf,5
a21o,3
o21ai,8
==> per-stage QoR <==
stage	setup WS, ns	util	area (µm²)	instances
after floorplan	1.71	-	4250	412
after global placement	1.68	0.571	4690	540
after detailed placement	1.60	0.571	4690	540
after CTS	1.59	0.576	4730	544
after global routing	1.39	0.576	4730	544
final	1.61	0.576	4730	544
==> worst paths after layout <==
kind / from / endpoint / slack (ns) / cells past startpoint
max: counter[0]$_DFF_P_ / counter[3]$_DFF_P_ / 1.61 / 5
min reg2reg: counter[0]$_DFF_P_ / counter[0]$_DFF_P_ / 0.50 / 1
min: counter[0]$_DFF_P_ / counter[0]$_DFF_P_ / 0.50 / 1
max reg2reg: counter[0]$_DFF_P_ / counter[3]$_DFF_P_ / 1.61 / 5
Power figures rest on the tool's default switching activity, not on a simulated workload.
