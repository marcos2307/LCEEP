<file path="./run.sh">
#!/bin/bash
# OpenROAD 26Q1-2900-gdf79404cd8, Yosys 0.63+post, stock flow scripts
make -C /OpenROAD-flow-scripts/flow DESIGN_CONFIG=/design/flow/config.mk WORK_HOME=/design/flow/orfs finish
</file>
<file path="./config.mk">
export PLATFORM = sky130hd
export DESIGN_NAME = fourstepandclamp
export DESIGN_NICKNAME = fourstepandclamp
export VERILOG_FILES = /design/flow/design.v
export SDC_FILE = /design/flow/constraint.sdc
export NUM_CORES = 4
export LEC_CHECK = 1
export CORE_UTILIZATION = 50
</file>
<file path="./constraint.sdc">
current_design fourstepandclamp

set clk_period 2.1
set clk_io_pct 0.2

create_clock -name clk0 -period $clk_period [get_ports {clk}]

set non_clock_inputs [all_inputs -no_clocks]
set_input_delay [expr $clk_period * $clk_io_pct] -clock clk0 $non_clock_inputs
set_output_delay [expr $clk_period * $clk_io_pct] -clock clk0 [all_outputs]
</file>
<file path="./design.v">
module decoder(
    input clk,
    input [4:0] in,
    output reg [17:0] out
    );
   always @(posedge clk)
        case (in)
             1  : out <= 18'b001100001100000011;  
             2  : out <= 18'b000011000011001100;  
             3  : out <= 18'b110000110000001100;  
             4  : out <= 18'b001100001100110000;  
             5  : out <= 18'b000011000011110000;  
             6  : out <= 18'b110000110000000011;  
             7  : out <= 18'b001100000011001100;  
             8  : out <= 18'b000011001100000011;  
             9  : out <= 18'b110000001100110000;  
            10  : out <= 18'b001100110000001100;  
            11  : out <= 18'b000011110000000011;  
            12  : out <= 18'b110000000011110000;  
            13  : out <= 18'b000011001100001100;  
            14  : out <= 18'b001100000011000011;  
            15  : out <= 18'b001100110000110000;  
            16  : out <= 18'b110000001100001100;  
            17  : out <= 18'b110000000011000011;  
            18  : out <= 18'b000011110000110000;  
            19  : out <= 18'b000011000011000011;  
            20  : out <= 18'b001100001100001100;  
            21  : out <= 18'b110000110000110000;  
            22  : out <= 18'b110000001100000011;  
            23  : out <= 18'b001100000011110000;
            24  : out <= 18'b000011110000001100;
            25  : out <= 18'b001100110000000011;
            26  : out <= 18'b110000000011001100;
            27  : out <= 18'b000011001100110000;
        default : out <= 18'b000000000000000000;
         endcase
endmodule
module four_step(
input clk,
input [5:0] vnew,
input dir,
output reg [5:0] vout
);
reg [2:0] S = 3'b000;  
reg [2:0] Snew = 3'b000;  
reg [5:0] vold = 'b000011;  
always @(S or dir or vnew or vold)
    case(S)
    0:
    if( (vnew!=vold) & dir ) Snew = 1;
    else if ( (vnew!=vold) & ~dir) Snew = 4;
    else Snew = 0;
    1:
    Snew = 2;
    2:
    Snew = 3;
    3:
    Snew = 0;
    4:
    Snew = 5;
    5:
    Snew = 6;
    6:
    Snew = 0;
    7:
    Snew = 0;
endcase
always @(S)
    if(S==3 || S==6) vold = vnew;
always @(posedge clk)
   S=Snew;
always @(S)
    case (S)
    0: 
        vout = vold;
    1: 
        vout = vold & 6'b010101;
    2: 
        vout = (vold & 6'b010101) | (vnew & 6'b010101);
    3: 
        vout = vnew & 6'b010101;
    4:
        vout = vold & 6'b101010;
    5:
        vout = (vold & 6'b101010) | (vnew & 6'b101010);
    6:
        vout = vnew & 6'b101010;
    7:
        vout = vold;
    endcase
endmodule
module fourstepandclamp(
    input clk,  
    input ce,
    input [4:0] v,
    input [2:0] dir,
    input clamp_signal,
    input [15:0] int_limit,
    output s1,
    output s2,
    output s3,
    output s4,
    output s5,
    output s6,
    output s7,
    output s8,
    output s9,
    output s10,
    output s11,
    output s12,
    output s13,
    output s14,
    output s15,
    output s16,
    output s17,
    output s18,
    output [7:0] r,
    output [7:0] g,
    output [7:0] b,
    output interrupt
    );
wire [17:0] s;
wire [17:0] v_decoded;
reg state = 0;
reg [6:0] counter = 7'd0;
reg clk_2u = 1'b0;  
reg [15:0] counter_int = 16'b0;
reg clk_int = 1'b0;  
always @(posedge clk) 
begin
    counter = counter + 1'b1;
    if(counter == 7'd100) begin
        counter = 7'd0;
        clk_2u = ~clk_2u;
    end
end
always @(posedge clk_2u) 
begin
    counter_int = counter_int + 1'b1;
    if(counter_int >= int_limit) begin
        counter_int = 16'd0;
        clk_int = ~clk_int;
    end
end
decoder d1 ( .clk(clk),
    .in(v),
    .out(v_decoded));
four_step fsa( .clk(clk_2u),
.vnew(v_decoded[5:0]),
.dir(dir[0]),
.vout(s[5:0]));
four_step fsb ( .clk(clk_2u),
.vnew(v_decoded[11:6]),
.dir(dir[1]),
.vout(s[11:6]));
four_step fsc( .clk(clk_2u),
.vnew(v_decoded[17:12]),
.dir(dir[2]),
.vout(s[17:12]));
assign s1 = state ? 0:s[0];
assign s2 = state ? 0:s[1];
assign s3 = state ? 0:s[2];
assign s4 = state ? 0:s[3];
assign s5 = state ? 0:s[4];
assign s6 = state ? 0:s[5];
assign s7 = state ? 0:s[6];
assign s8 = state ? 0:s[7];
assign s9 = state ? 0:s[8];
assign s10 = state ? 0:s[9];
assign s11 = state ? 0:s[10];
assign s12 = state ? 0:s[11];
assign s13 = state ? 0:s[12];
assign s14 = state ? 0:s[13];
assign s15 = state ? 0:s[14];
assign s16 = state ? 0:s[15];
assign s17 = state ? 0:s[16];
assign s18 = state ? 0:s[17];
assign r = state ? 255:0;
assign g = state ? 0:255;
assign b = state ? 0:0;
always @(posedge clk) begin
      if(state == 0) state <= clamp_signal;
end
assign interrupt = clk_int;
endmodule
</file>
==> notes.md <==
The run finished with clean final reports. The run gives 4 as the iteration tally of the first detailed-router pass. Between the synthesized netlist and the finished layout, the area growth was recorded as 21.82%. Across all hold checks on the routed design, the worst slack comes to 0.4673 ns. The number of global-route vias before repair was 2606; the final global-route overflow total was 0.

The number of buffers and inverters on the critical path is 2. The script parses the final routing iteration and logs DRC violations as 0. According to the timing report, the data required time at the worst endpoint equals 1.68 ns. For this run the detailed placement stage logged an HPWL of 5.176 mm.

In this design, the largest share of critical-path delay is due to buffers and inverters. TritonCTS built the clock tree. For the yosys cell count, the log shows 447. The tools report the number of I/O pins as 70. Static leakage: 2.008 nW.

Before placement the cells fill 52.59% of the core. After the first detailed-routing iteration, the DRC count stood at 127. Overall die width: 87.00 µm. The logs give 54 for the number of distinct library cell variants in the gate-level netlist after synthesis and 37 for the count of endpoints without a timing constraint.

Setup repair after global routing could not meet its margin everywhere. A synthesized cell averages 8.081 µm². The run gives 0 as the initial antenna violation count. With the post-layout utilization of the core at 64.06%, the logic depth of the worst path, buffers included is 6. For this run, asynchronously set or reset flops after synthesis account for 0%. The placement report lists the number of port buffers as 60.

Per the final report, max-transition violations number 0. The run gives 2 for the number of enable flip-flop cells. Synthesis produced a netlist whose cell count is 447. Max-cap violations in this run came to 0. STA classifies the critical path startpoint as a flip-flop. Total number of placement rows: 30. In the routed netlist, the antenna diode instances number 0. The tools report the arrival time at the worst endpoint as 1.62 ns. The area figure in the yosys stat output was 3612 µm²; the combinational group share of total power was 31.3%.

With the final routed wirelength across all metal layers at 6.474 mm, the sequential group share of total power is 40.7%. The report lists the cells along the critical path as inv_2 -> ha_2 -> o22ai_2 -> a22oi_1 -> nor2_1 -> clkdlybuf4s50_1. The timer found 35 register pins that no clock reaches; their paths are not timed. The logs give 3 for the yosys synthesis warning count and 3 for the number of CTS-inserted buffers.

The analysis reports a worst IR drop on VDD of 0.0003890 V. The logs give 0.7041 mW for the internal power summed over all cells and 0.24 ns for the source-to-sink clock delay at the later pin of the worst-skew pair. Net switching is 26.31% of the power. Entering global routing, the biggest net connects 28 pins.

The slowest stage of the critical path belongs to the cell sky130_fd_sc_hd__clkdlybuf4s50_1. The run gives 87.00 µm for the vertical die dimension. RePlAce ended its routability-driven mode at a weighted congestion of 0.8910. The detail route stage leaves a number of antenna-violating nets equal to 0.

In this run the deepest clock path goes through 2 buffers. The largest single stage delay on the critical path is 0.46 ns. Cells with a size suffix above 1 make up 16.57% of the layout. The power per cell area was 217.1 nW/µm²; the post-synthesis register bit count was 53. The chip occupies 7568 µm². The final timing report lists a hold violation count of 0. The first global-routing pass estimated 11.04 mm of wire. The post-synthesis instance area is 3612 µm². The root buffer cell chosen for the clock tree is sky130_fd_sc_hd__clkbuf_8.

The tool warning count for the run is 32. Endpoint kind of the worst setup timing path: an output port. The flow reports that the clock network draws 28.0% of the design power.

Highest achievable clock rate: 490.5 MHz. Looking at the critical path, the highest net fanout was 3. According to the floorplan report, the placeable core area is 6869 µm².

After layout, the worst path uses 97.09% of the clock period. Number of levels the H-tree was split into: 1. The critical path in this run is classified as flip-flop to output port.

The cell depth of the worst flop-to-flop path came out at 6. Total global-route track usage over all layers is 17.93%. The tools report the largest clock skew in the final design as 0.0009268 ns.

For this run, the leading register cell type out of synthesis is sky130_fd_sc_hd__dfxtp_1. The run gives 0 as the total of endpoints with negative setup slack in the final report. Across all layers, the routed design uses 2952 vias.

The pin closest to its max-slew limit shows a slew of 0.5927 ns. The vias per cell works out to 4.995. Across all checked pins, the minimum headroom to the slew limit is 60.43%. According to the hold report, the worst path is of the flip-flop to flip-flop type. The clock-pin transition on the worst setup and hold timing paths came out at 0.06 ns. The number of stages on the worst hold path works out to 1.

The clock period could shrink to 2.039 ns. Net load switching power: 0.2513 mW. The routed wire length per instance is 10.95 µm.
## flip-flops by register name (all words and copies together), names as in the netlist
signal       cells
counter_int     16
fsa.S            3
fsb.S            3
counter          7
fsb.vold         3
fsc.vold         3
d1.out           9
fsc.S            3
clk_2u           1
state            1
clk_int          1
fsa.vold         3
## cell families (layout without fill, tap and decap cells)
group	count (synthesis)	after routing	share of synthesized area [%]
AND/OR/NAND/NOR	149	149	22.41
buffers and inverters	89	130	12.33
AND-OR/OR-AND	88	88	15.90
flip-flops	44	44	24.94
adder cells (fa/ha/maj)	32	32	11.08
XOR/XNOR	23	23	5.577
multiplexers	12	12	3.914
latches	9	9	3.741
other	1	8	0.1038
## metal layers
| layer | GRT usage [%] | share of wire (%) | vias to the layer above |
|---|---|---|---|
| li1 | - | - | 1588 |
| met1 | 26.96 | 52 | 1313 |
| met2 | 30.14 | 45 | 47 |
| met3 | 1.154 | 2.8 | 4 |
| met4 | 1.667 | 0.65 | 0 |
| met5 | 0 | 0 | - |
## worst paths after layout
kind / slack [ns] / end / start
setup / recovery: 0.06 / s6 / d1.out[5]
hold / removal: 0.47 / counter[0] / counter[0]
setup reg to reg: 0.38 / counter[6] / counter[0]
hold reg to reg: 0.47 / counter[0] / counter[0]
## synth_stat cells, types with 3 or more instances
library cell / count / area share (%)
sky130_fd_sc_hd__and4_1: 3 / 0.73
sky130_fd_sc_hd__dfxtp_1: 42 / 23
sky130_fd_sc_hd__buf_4: 23 / 4.8
sky130_fd_sc_hd__inv_1: 43 / 4.5
sky130_fd_sc_hd__nor2_1: 43 / 4.5
sky130_fd_sc_hd__dlxtp_1: 9 / 3.7
sky130_fd_sc_hd__ha_1: 32 / 11
sky130_fd_sc_hd__o22ai_1: 8 / 1.4
sky130_fd_sc_hd__nand2_1: 29 / 3.0
sky130_fd_sc_hd__a21oi_1: 14 / 1.9
sky130_fd_sc_hd__a22oi_1: 21 / 4.4
sky130_fd_sc_hd__nand3_1: 14 / 1.9
sky130_fd_sc_hd__a211oi_1: 6 / 1.2
sky130_fd_sc_hd__xor2_1: 12 / 2.9
sky130_fd_sc_hd__and3_1: 4 / 0.69
sky130_fd_sc_hd__mux2_2: 7 / 2.2
sky130_fd_sc_hd__mux2i_1: 4 / 1.1
sky130_fd_sc_hd__and2b_1: 3 / 0.62
sky130_fd_sc_hd__nor3_1: 8 / 1.1
sky130_fd_sc_hd__nor2b_4: 7 / 2.7
sky130_fd_sc_hd__nand2b_1: 6 / 1.0
sky130_fd_sc_hd__nor2b_1: 13 / 2.3
sky130_fd_sc_hd__o21ai_0: 27 / 3.7
sky130_fd_sc_hd__clkbuf_1: 20 / 2.1
sky130_fd_sc_hd__xnor2_1: 11 / 2.7
sky130_fd_sc_hd__and2_1: 4 / 0.69
## power by group through the flow
stage,combinational (mW),clock [mW],sequential (mW)
CTS,0.286,0.279,0.388
global route,0.341,0.289,0.392
finish,0.299,0.267,0.389
## area by class of cell
cell class                      instances  area [µm²]
Inverter                               43       161.4
Multi-Input combinational cell        312        2230
Sequential cell                        53        1049
Timing Repair Buffer                   83       785.8
Tap cell                               96       120.1
Clock buffer                            4       55.05
Fill cell                             580        2469
## worst register-to-register path, cell delays in order (launching register included)
cell and delay (ns):
sky130_fd_sc_hd__dfxtp_1 0.34, sky130_fd_sc_hd__ha_1 0.22, sky130_fd_sc_hd__xnor2_1 0.15, sky130_fd_sc_hd__or4b_1 0.51, sky130_fd_sc_hd__nor3_2 0.18, sky130_fd_sc_hd__buf_4 0.16, sky130_fd_sc_hd__nor2_1 0.03
## what timing repair did
item                                    CTS  global route
hold buffers                              0             0
buffers inserted                          5             1
endpoints found under the hold margin     0             0
endpoints found under the setup margin   26            12
pin swaps                                24            15
resized                                  32            23
## through the flow
stage | total power, mW | setup slack [ns] | instance area (µm²) | TNS [ns] | std cells
6_report | 0.9555 | 0.06113 | 4400 | 0 | 591
4_1_cts | 0.9530 | 0.004256 | 4323 | 0 | 590
3_3_place_gp | 0.6556 | 0.008554 | 4215 | 0 | 581
5_1_grt | 1.022 | -0.04471 | 4400 | -0.06205 | 591
2_1_floorplan | 0.5648 | 0.3864 | 3638 | 0 | 454
3_5_place_dp | 0.6578 | -0.01008 | 4215 | -0.01008 | 581
## placed cells by master (no fill, tap or decap), types with 6 or more instances in the layout
| cell | Yosys | routed |
|---|---|---|
| sky130_fd_sc_hd__dfxtp_2 | 0 | 10 |
| sky130_fd_sc_hd__xnor2_1 | 11 | 11 |
| sky130_fd_sc_hd__mux2_2 | 7 | 7 |
| sky130_fd_sc_hd__o21ai_0 | 27 | 16 |
| sky130_fd_sc_hd__nand3_1 | 14 | 14 |
| sky130_fd_sc_hd__a21oi_1 | 14 | 14 |
| sky130_fd_sc_hd__nor2b_4 | 7 | 7 |
| sky130_fd_sc_hd__nand2b_1 | 6 | 6 |
| sky130_fd_sc_hd__ha_1 | 32 | 24 |
| sky130_fd_sc_hd__conb_1 | 1 | 8 |
| sky130_fd_sc_hd__nor2_1 | 43 | 43 |
| sky130_fd_sc_hd__a22oi_1 | 21 | 18 |
| sky130_fd_sc_hd__o21ai_1 | 1 | 8 |
| sky130_fd_sc_hd__dlxtp_1 | 9 | 9 |
| sky130_fd_sc_hd__nor3_1 | 8 | 8 |
| sky130_fd_sc_hd__a211oi_1 | 6 | 6 |
| sky130_fd_sc_hd__dlygate4sd2_1 | 0 | 8 |
| sky130_fd_sc_hd__dfxtp_1 | 42 | 32 |
| sky130_fd_sc_hd__buf_4 | 23 | 22 |
| sky130_fd_sc_hd__nand2_1 | 29 | 29 |
| sky130_fd_sc_hd__xor2_1 | 12 | 12 |
| sky130_fd_sc_hd__o22ai_1 | 8 | 6 |
| sky130_fd_sc_hd__clkdlybuf4s50_1 | 0 | 48 |
| sky130_fd_sc_hd__ha_2 | 0 | 7 |
| sky130_fd_sc_hd__inv_1 | 43 | 39 |
| sky130_fd_sc_hd__nor2b_1 | 13 | 13 |
Power figures rest on the tool's default switching activity, not on a simulated workload.
